[flow/run.sh]
#!/bin/bash
# OpenROAD 26Q1-2900-gdf79404cd8, Yosys 0.63+post, stock flow scripts
make -C /OpenROAD-flow-scripts/flow DESIGN_CONFIG=/design/flow/config.mk WORK_HOME=/design/flow/orfs finish
[flow/config.mk]
export PLATFORM = sky130hd
export DESIGN_NAME = Executs32
export DESIGN_NICKNAME = Executs32
export VERILOG_FILES = /design/flow/design.v
export SDC_FILE = /design/flow/constraint.sdc
export NUM_CORES = 4
export LEC_CHECK = 1
export CORE_UTILIZATION = 30
[flow/constraint.sdc]
current_design Executs32

set clk_period 20.0
set clk_io_pct 0.2

create_clock -name clk0 -period $clk_period

set non_clock_inputs [all_inputs -no_clocks]
set_input_delay [expr $clk_period * $clk_io_pct] -clock clk0 $non_clock_inputs
set_output_delay [expr $clk_period * $clk_io_pct] -clock clk0 [all_outputs]
[flow/design.v]
`timescale 1ns / 1ps
module Executs32(Read_data_1,Read_data_2,Imme_extend,Function_opcode,opcode,
                 ALUOp,Shamt,ALUSrc,I_format,Zero,Sftmd,ALU_Result,Addr_result,PC_plus_4,Jr);
    input[31:0] Read_data_1;
    input[31:0] Read_data_2;
    input[31:0] Imme_extend;
    input[5:0] Function_opcode;
    input[5:0] opcode;
    input[4:0] Shamt;
    input[31:0] PC_plus_4;
    input[1:0] ALUOp;
    input ALUSrc;
    input I_format;
    input Sftmd;
    input Jr;
    output Zero;
    output reg [31:0] ALU_Result;
    output[31:0] Addr_result;
    wire[31:0] Ainput,Binput;
    wire[5:0] Exe_code;
    wire[2:0] ALU_ctl;
    wire[2:0] Sftm;
    reg[31:0] ALU_output_mux;
    reg[31:0] Shift_Result;
    wire[32:0] Branch_Addr;
    assign Sftm = Function_opcode[2:0];
    assign Ainput = Read_data_1;
    assign Binput = (ALUSrc) ? Imme_extend : Read_data_2;
    assign Exe_code = (I_format) ? {3'b000,opcode[2:0]} : Function_opcode;
    assign ALU_ctl[0] = (Exe_code[0] | Exe_code[3]) & ALUOp[1];
    assign ALU_ctl[1] = ((!Exe_code[2]) | (!ALUOp[1]));
    assign ALU_ctl[2] = (Exe_code[1] & ALUOp[1]) | ALUOp[0];
    assign Zero = (ALU_output_mux[31:0] == 32'h0000_0000) ? 1'b1 : 1'b0;
    assign Branch_Addr = PC_plus_4[31:2] + Imme_extend[31:0];
    assign Addr_result = Branch_Addr[31:0];
    always @*
    begin
        if(Sftmd)
            case(Sftm[2:0])
                3'b000:Shift_Result = Binput << Shamt;
                3'b010:Shift_Result = Binput >> Shamt;
                3'b100:Shift_Result = Binput << Ainput;
                3'b110:Shift_Result = Binput >> Ainput;
                3'b011:Shift_Result = $signed(Binput) >>> Shamt;
                3'b111:Shift_Result = Binput >>> Shamt;
                default:Shift_Result = Binput;
            endcase
    end
    always @(ALU_ctl or Ainput or Binput)
    begin
        case(ALU_ctl)
            3'b000:ALU_output_mux = Ainput & Binput;
            3'b001:ALU_output_mux = Ainput | Binput;
            3'b010:ALU_output_mux = Ainput + Binput;
            3'b011:ALU_output_mux = Ainput + Binput;
            3'b100:ALU_output_mux = Ainput ^ Binput;
            3'b101:ALU_output_mux = ~(Ainput | Binput);
            3'b110:ALU_output_mux = Ainput - Binput;
            3'b111:ALU_output_mux = Ainput - Binput;
        endcase
    end
    always @*
    begin
        if((ALU_ctl == 3'b111) && (Exe_code[3] == 1) || (ALU_ctl[2:1] == 2'b11 && (I_format == 1)))
            ALU_Result = (Ainput-Binput<0)?1:0;
        else if((ALU_ctl == 3'b101) && (I_format == 1))
            ALU_Result[31:0] = {Binput[15:0],{16{1'b0}}};
        else if(Sftmd == 1)
            ALU_Result = Shift_Result;
        else
            ALU_Result = ALU_output_mux[31:0];    
    end
endmodule
==> flow_summary.ini <==
; generated from flow reports
[synth]
yosysWarnings = 1
ys_cells = 2033
avgSynthCellArea_um2 = 6.57
yosys.area.top_type_share = 0.118
synthArstFlopShare = 0
synth-edff-count = 0
syn_inst = 2033
synth_area_um2 = 13400
topCellsByArea = ha_1, nand2_1, mux2i_1
ys_types = 91
yosysTopAreaCell = ha_1
yosysChipArea_um2 = 13400
dominantRegCellSynth = dlxtp_1
synth.most_common_cell = nand2_1
ys_ff = 32
common_cells = nand2_1, o21ai_0, nor2_1

[route]
antennaDiodeCount = 0
drt_iter0_drc = 1493
post_drt_wl_per_cell_um = 23.9
drtPass1Iterations = 7
vias = 16100
vias_per_cell = 5.85
drc_errors = 0
wirelength_mm = 65.7
ant_nets = 0

[timing]
hold_viol_final = 0
rsz0062_at_grt = no
setup-tns-final_ps = 0
drv_slew = 0
setup_viol = 0
tightestPinTransition_ps = 911
fin_crit_ps = 15370
finalClockPeriodUsage = 0.769
unclocked_regs = 32
untimed_endpoints = 32
max_clock_freq_mhz = 65.0
relSlewSlack = 0.386

[finish]
fillers = 4626
comb_area_um2 = 12000
drive_gt1_frac = 0.0833
area_growth_pct = 20.0
largest_reg_flops = 32
register_area_um2 = 480
fin_cells = 2746

[global_routing]
first_global_vias = 14900
grt-ovfl-total = 0
grt.total_usage = 0.290
grt_pass1_wl_mm = 96.2
grt_max_degree = 69
antenna_found_initial = 0

[job]
max_cap_viol_count = 0
tool_warnings = 73

[pwr]
power.density_nw_per_um2 = 41.7
p_leak_nw = 6.57
peakVddDrop_v = 0.0000196

[die]
die_h_um = 213
floorplan.core_util = 0.307
core-area_um2 = 43600
dieArea_um2 = 45400
ios = 216
die_width_um = 213
core.rowCount = 76

[critical_path]
crit_path_start_kind = input pin
crit_path_end_kind = output pin
criticalPathCategory = input pin to output pin
worst_ep_required_time_ps = 16000
critPathMaxFanout = 23
crit_start = ALUSrc
cp.arrival_ps = 11370

[status]
status = finished clean

[worst_hold_path]
min_to = Addr_result[31]
hold_path_startpoint = Imme_extend[31]
hold_path.class = input pin to output pin
holdPathStages = 3

[place]
io_buffers = 208
hpwl_mm = 53.7
dp_cells = 2746
gp_congestion = 1.03

[clocking]
cts_resized = 0
post-cts-setup-buffers = 0
holdBufCountCts = 0
==> logic make-up after synthesis <==
group	after synthesis	synth area share
buf+inv	228	0.0710
simple gates	693	0.233
mux	167	0.158
fa+ha+maj	128	0.121
latches	32	0.0359
compound gates	703	0.327
xor+xnor	82	0.0543
==> worst max-delay path by stage <==
stage	to	slack [ps]	depth (start not counted)
4_1_cts	ALU_Result[29]	4770	22
6_report	ALU_Result[29]	4630	22
5_1_grt	ALU_Result[29]	4240	22
==> power by group <==
part / leakage [nW] / total, W / switching (W) / internal, W
combinational: 6.32 / 0.000659 / 0.000392 / 0.000268
sequential: 0.247 / 0.00000931 / 0.00000128 / 0.00000803
clock: 0 / 0 / 0 / 0
total: 6.57 / 0.000669 / 0.000393 / 0.000276
==> layout by cell type (no fill, tap or decap), drive strengths merged, types with 18 or more instances in the layout <==
cell type	netlist	routed
o22ai	18	18
clkdlybuf4s50	0	202
nor2	193	193
o211ai	45	45
a31oi	22	22
a21o	28	28
buf	50	65
nand3	58	58
ha	126	126
a21oi	178	178
inv	87	87
nor3	35	35
a221oi	18	18
xnor2	66	66
a22oi	18	18
o21ai	228	228
and3	18	18
dlxtp	32	32
mux2i	135	135
nand2	300	300
a211oi	46	46
==> critical path, stage by stage <==
cell and delay (ps):
buf_4 280, buf_4 570, mux2i_4 590, clkinv_1 650, nor3_1 560, nand2_1 200, nor2_1 390, a21oi_1 140
xnor2_1 150, ha_1 380, a21oi_1 180, o21ai_0 200, or4_1 540, a211oi_1 240, nor3b_1 170, nor3_1 270
nor2_1 110, o41ai_1 500, a211oi_1 190, o22ai_1 340, nor2b_1 180, clkdlybuf4s50_1 490
==> metal layers <==
layer  track usage  wire [µm]
met5             0          0
met4        0.0853       2300
met3        0.0303       4670
met2         0.453      29100
met1         0.421      29600
==> stage by stage <==
step                      cell area, µm²  power, W  hold WS, ps  worst slack, ps   util
final                              16000  0.000669         8980             4630  0.368
after floorplan                    13400  0.000404         8030             7700      -
after detailed placement           16000  0.000655         8990             4820  0.368
after global routing               16000  0.000723         9020             4240  0.368
after global placement             16000  0.000655         8970             4840  0.368
after CTS                          16000  0.000659         8990             4770  0.368
==> layout make-up <==
class / count / area share
tap: 585 / 0.0456
timing repair buffer: 267 / 0.156
sequential: 32 / 0.0300
inverter: 89 / 0.0208
multi-input combinational: 1773 / 0.748
No activity file was given, so power comes from the tool's default toggle rates.
