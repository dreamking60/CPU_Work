[flow/config.mk]
export PLATFORM = sky130hd
export DESIGN_NAME = control32
export DESIGN_NICKNAME = control32
export VERILOG_FILES = /design/flow/design.v
export SDC_FILE = /design/flow/constraint.sdc
export NUM_CORES = 4
export LEC_CHECK = 1
export CORE_AREA = 10 10 70 70
export DIE_AREA = 0 0 80 80
[flow/constraint.sdc]
current_design control32

set clk_period 2.9
set clk_io_pct 0.2

create_clock -name clk0 -period $clk_period

set non_clock_inputs [all_inputs -no_clocks]
set_input_delay [expr $clk_period * $clk_io_pct] -clock clk0 $non_clock_inputs
set_output_delay [expr $clk_period * $clk_io_pct] -clock clk0 [all_outputs]
[flow/design.v]
`timescale 1ns / 1ps
module control32 (
    input[5:0] Opcode,
    input[5:0] Function_opcode,
    output Jr,
    output RegDST,
    output ALUSrc,
    output MemtoReg,
    output RegWrite,
    output MemWrite,
    output Branch,
    output nBranch,
    output Jmp,
    output Jal,
    output I_format,
    output Sftmd,
    output [1:0] ALUOp
);
wire R_format;
wire lw;
wire sw;
assign R_format = (Opcode == 6'b000000)?1'b1:1'b0,
    I_format = (Opcode[5:3] == 3'b001)?1'b1:1'b0,
    lw = (Opcode == 6'b100011)?1'b1:1'b0,
    sw = (Opcode == 6'b101011)?1'b1:1'b0,
    Jr = ((Function_opcode == 6'b001000)&&(Opcode == 6'b000000))?1'b1:1'b0,
    Jmp = (Opcode == 6'b000010)?1'b1:1'b0,
    Jal = (Opcode == 6'b000011)?1'b1:1'b0,
    Branch = (Opcode == 6'b000100)?1'b1:1'b0,
    nBranch = (Opcode == 6'b000101)?1'b1:1'b0,
    RegDST = R_format,
    RegWrite = (R_format||lw||Jal||I_format) && !(Jr),
    ALUSrc = I_format || lw || sw,
    ALUOp = {(R_format||I_format),(Branch||nBranch)},
    Sftmd=(((Function_opcode == 6'b000000)||(Function_opcode == 6'b000010)||(Function_opcode == 6'b000011)||(Function_opcode == 6'b000100)||(Function_opcode == 6'b000110)||(Function_opcode == 6'b000111))&&R_format)?1'b1:1'b0,
    MemWrite = sw,
    MemtoReg = lw;
endmodule
[flow/run.sh]
#!/bin/bash
# OpenROAD 26Q1-2900-gdf79404cd8, Yosys 0.63+post, stock flow scripts
make -C /OpenROAD-flow-scripts/flow DESIGN_CONFIG=/design/flow/config.mk WORK_HOME=/design/flow/orfs finish
==> job_summary.md <==
## Synthesis and layout report

| Metric | Value |
|---|---|
| Total congestion overflow | 0 |
| Placement Cell Area | 536 um2 |
| Final hold violations | 0 |
| Core area | 3420 um2 |
| Kind of critical path | in2out |
| GRT Total Usage | 3.16% |
| Slew @ Worst Pin | 0.318 ns |
| # clk buffers | 0 |
| Setup TNS | 0 ns |
| Design area | 552 um2 |
| Die Size | 6400 um2 |
| Max-slew violations | 0 |
| Met3 WL | 311 um |
| Top-area cell share | 15.4% |
| Outcome | complete, no violations |
| Number of cells in Yosys stat | 26 |
| Cell Area, Synth | 195 um2 |
| Vias per cell | 3.17 |
| Flip-flops | 0 |
| Post-layout period usage | 97.3% |
| Aggregate routed wire length | 1.10 mm |
| Fin crit period | 2.82 ns |
| Worst hold slack | 1.90 ns |
| Max-Cap Viols | 0 |
| Dpl hpwl | 1.01 mm |
| Worst vdd ir | 21.5 uV |
| Post-synthesis cell count | 26 |
| Post-Syn Area per Cell | 7.51 um2 |
| Port Buf Inserts | 26 |
| Area leader, netlist | nor4b_2 |
| Cts-stage hold buffer count | 0 |
| Most frequent cell after synthesis | nor2_1 |
| Die height | 80 um |
| Met1 wire length | 529 um |
| Vias in the first global route | 311 |
| Ratio of cells with drive above 1 in the final layout | 19.6% |
| Drt wl/cell | 10.6 um |
| RSZ-0062 raised after global routing | no |
| Leak | 0.242 nW |
| RePlAce Congestion | 0.785 |
| Crit end category | output port |
| Slew HR | 78.8% |
| Placed Cells | 101 |
| FF+latch area | 0 um2 |
| First-pass GRT wire length | 1.65 mm |
| Remaining DRCs | 0 |
| Routed via count | 326 |
| Top Ports | 26 |
| Post-route ant nets | 0 |
| Sequential share of the synthesized area | 0% |
| Number of OpenROAD warnings | 32 |
| Yosys warning count | 0 |
| Core Util at FP | 5.71% |
| Number of distinct library cells after synthesis | 17 |
| Final Non-Filler Cells | 103 |
| Chip width | 80 um |
| Hold Path Stages | 3 |
| Most frequent cells after synthesis | nor2_1 (5), nand2_1 (3), inv_1 (2), nor2b_1 (2), nor4b_2 (2) |
| Area reported by Yosys stat | 195 um2 |
| Synth area leaders | nor4b_2 (15%), nor4_4 (11%), nand3b_4 (10%) |
| Startpoint Class | input pin |
| Area Growth Syn to Fin | 183% |
| Fmax | 354 MHz |
| Largest net degree at the start of global routing | 8 |
| Met2 Wirelength | 254 um |
| Final setup viols | 0 |
| DRT Pass-1 Iters | 2 |
| WP data required | 2.32 ns |
| Top Metal Used | met3 |
| DR iter-0 viols | 3 |
| Worst min-delay path class | in2out |
| Worst Path Arrival | 2.24 ns |
| Row cnt | 21 |
| Initial antenna violation count | 1 |
| P per Cell Area | 79.5 nW/um2 |
| Max FO, Critical Path | 3 |
==> cell usage in the layout, fill, tap and decap left out <==
cell type and instances:
a211o_1 1, a31oi_1 1, and2_1 1, and3_1 1, and3b_2 1, and4_2 1, buf_4 4, clkdlybuf4s50_1 22
diode_2 1, dlygate4sd2_1 1, dlymetal6s2s_1 3, inv_1 2, nand2_1 3, nand2_2 1, nand3b_4 1, nor2_1 5
nor2b_1 2, nor3_1 1, nor4_4 1, nor4b_1 1, nor4b_2 2, or3_1 1
==> path summary, 6_finish.rpt <==
kind      start       end  slack [ns]
min   Opcode[2]  MemtoReg        1.90
max   Opcode[1]  RegWrite        0.08
==> what timing repair did <==
action,CTS,global route
gates resized,1,3
endpoints found under the setup margin,1,5
setup buffers,0,1
cloned,0,0
pin swaps,0,2
==> cell families (layout without fill, tap and decap cells) <==
group,Yosys count,after routing,share of synthesized area (%)
and+or+nand+nor,22,22,88.5
AOI/OAI and AO/OA,2,2,7.70
buffers and inverters,2,32,3.85
other,0,1,0
==> through the flow <==
| stage | setup WS, ns | power [mW] | utilization (%) |
|---|---|---|---|
| after floorplan | 1.15 | 0.00888 | - |
| after global placement | 0.0263 | 0.0438 | 15.7 |
| after detailed placement | -0.0275 | 0.0449 | 15.7 |
| after CTS | 0.0182 | 0.0447 | 15.6 |
| after global routing | 0.00118 | 0.0479 | 16.2 |
| final | 0.0775 | 0.0439 | 16.2 |
==> where the power goes <==
| part | internal [mW] | leakage [nW] | switching [mW] | total [mW] |
|---|---|---|---|---|
| logic | 0.0280 | 0.242 | 0.0158 | 0.0439 |
| registers | 0 | 0 | 0 | 0 |
| clock network | 0.0000000461 | 0.00000634 | 0 | 0.0000000461 |
| total | 0.0280 | 0.242 | 0.0158 | 0.0439 |
==> area by class of cell <==
cell class / instances / area, um2
Antenna cell: 1 / 2.50
Fill cell: 399 / 2860
Inverter: 2 / 7.51
Multi-Input combinational cell: 24 / 188
Tap cell: 46 / 57.6
Timing Repair Buffer: 30 / 297
==> routing by layer <==
metal  GRT usage, %  up-vias
met4              0        0
met1           4.28      143
met2           3.45       26
met5              0        -
met3           3.30        0
li1               -      157
==> worst max-delay path: stages <==
cell and delay [ns]:
clkdlybuf4s50_1 0.53, nand3b_4 0.10, or3_1 0.35, a31oi_1 0.18, clkdlybuf4s50_1 0.49
No activity file was given, so power comes from the tool's default toggle rates.
